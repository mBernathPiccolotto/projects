[/design/flow/config.mk]
export PLATFORM = sky130hd
export DESIGN_NAME = ram
export DESIGN_NICKNAME = ram
export VERILOG_FILES = /design/flow/design.v
export SDC_FILE = /design/flow/constraint.sdc
export NUM_CORES = 4
export LEC_CHECK = 1
export CORE_UTILIZATION = 50
export SYNTH_MEMORY_MAX_BITS = 65536
[/design/flow/constraint.sdc]
current_design ram

set clk_period 30.7
set clk_io_pct 0.2

create_clock -name clk0 -period $clk_period [get_ports {clk}]

set non_clock_inputs [all_inputs -no_clocks]
set_input_delay [expr $clk_period * $clk_io_pct] -clock clk0 $non_clock_inputs
set_output_delay [expr $clk_period * $clk_io_pct] -clock clk0 [all_outputs]
[/design/flow/design.v]
module ram (input clk,
            input [7:0] raddr0,
            input [7:0] raddr1,
            input [7:0] raddr2,
            input [7:0] raddr3,
            input [7:0] waddr,
            input we,
            input [31:0] din,
            output reg [31:0] dout0,
            output reg [31:0] dout1,
            output reg [31:0] dout2,
            output reg [31:0] dout3);
    reg [31:0] M [0:255];
    genvar i;
    generate
    for (i = 0; i < 256; i = i + 1) begin : generate_ram_initializer
        initial M[i] = 0;
    end
    endgenerate
    always @(posedge clk)
    begin
        dout0 <= M[raddr0];
        dout1 <= M[raddr1];
        dout2 <= M[raddr2];
        dout3 <= M[raddr3];
    end
    always @(posedge clk)
        if (we)
            M[waddr] <= din;
endmodule
[/design/flow/run.sh]
#!/bin/bash
# OpenROAD 26Q1-2900-gdf79404cd8, Yosys 0.63+post, stock flow scripts
make -C /OpenROAD-flow-scripts/flow DESIGN_CONFIG=/design/flow/config.mk WORK_HOME=/design/flow/orfs finish
==> job_summary.md <==
## PnR job results

| Metric | Value |
|---|---|
| Worst EP arrival | 15.72 ns |
| Post-Place Cells | 44010 |
| YS chip area | 512500 um^2 |
| R2R setup slack | 26.11 ns |
| Routability cong. | 1.135 |
| Post-synth area hogs | edfxtp_1 48%, mux4_2 32%, mux2i_1 6.4% |
| Hold buffers post-CTS | 0 |
| Htree depth | 6 |
| Int Power | 20.86 mW |
| Tool Warnings | 29 |
| IO Count | 202 |
| Post-synth EDFFs | 8192 |
| Logic pwr share | 16.6% |
| Library cells used by synthesis | 75 |
| Slowest CP cell | nor4_1 |
| Share of cells above drive strength 1 | 39.42% |
| Min cycle time layout | 14.50 ns |
| Reg2reg start | M[252][12] |
| Cell repeated most along the worst path | buf_4 |
| Worst VDD drop | 0.06368 mV |
| Fin. max-slew vios | 89 |
| Number of global-route vias before repair | 399100 |
| Synth warn | 1 |
| Sequential Power Share | 43.1% |
| Initial antenna violation count | 563 |
| Failing checks | capacitance limit, slew limit |
| CP endpoint kind | flop |
| Rows | 371 |
| Die X | 1014 um |
| Post-CTS sizing | 0 |
| CP startpoint | raddr3[0] |
| RR Endpoint | dout3[12] |
| Grt ovf | 0 |
| Mapped cell area | 512500 um^2 |
| Initial DRT Pass Iterations | 9 |
| Maximum number of pins on one net before global-route repair | 97 |
| CP Depth | 18 |
| Clk sink count | 8320 |
| Post-Route WL | 2922000 um |
| Actual slew at the worst max-slew pin | 2.102 ns |
| Outcome | finished with violations |
| FMAX | 68.97 MHz |
| Clock-pin slew on the worst setup and hold paths | 0.06 ns |
| Vias per inst | 8.222 |
| CP Buf/Inv Count | 12 |
| Clock power frac | 40.3% |
| Core area | 1021000 um^2 |
| Hold Path Class | reg2reg |
| Critical path cell sequence | buf_16 > buf_4 > buf_12 > buf_4 > buf_4 > buf_4 > buf_4 > buf_4 > buf_4 > buf_4 > mux4_2 > nor3_1 > or4_1 > nor4_1 > buf_4 > nand4_1 > nor4b_2 > buf_4 |
| DR iter-0 viols | 40400 |
| Setup violators final | 0 |
| Total number of vias | 391600 |
| Final Non-Filler Cells | 47630 |
| P_leak | 186.2 nW |
| Fraction of synthesis flops using an asynchronous set or reset pin | 0% |
| Worst setup path end | dout3[14] |
| First-pass GRT wire length | 3790000 um |
| Worst skew pair latency | 1.30 ns |
| List of most frequent post-synthesis cells | 8192 x edfxtp_1, 7202 x mux4_2, 3272 x mux2i_1, 1409 x clkbuf_1, 1145 x o221ai_1 |
| Fin. Hold Viols | 0 |
| Chip area | 1029000 um^2 |
| DRC | 0 |
| Setup TNS | 0 ns |
| Max incr delay on CP | 1.27 ns |
| Mean post-synth cell area | 16.88 um^2 |
| Post-synth seq share | 48.50% |
| Yosys top cell by instances | edfxtp_1 |
| Number of routed nets with antenna violations | 0 |
| Worst Setup Start Kind | input pin |
| Clk buf depth | 5 |
| Register bit count reported by yosys | 8320 |
| Crit path kind | in2reg |
| Switching portion of total power | 28.99% |
| Die Y | 1014 um |
| Total Routing Usage GR | 63.04% |
| # Cells Yosys | 30360 |
| Final Cycle Share | 47.23% |
| Fp util | 50.19% |
| Root Buffer | clkbuf_16 |
| PwrDens | 50.55 nW/um^2 |
| Cell count after synthesis | 30360 |
| DP Wirelength | 1995000 um |
| Area share of the largest cell type after synthesis | 48.00% |
| Psw | 8.516 mW |
| Reg2Reg Depth | 8 |
| CP required | 31.92 ns |
| Post-CTS Setup Repair Bufs | 0 |
| Ys flop type | edfxtp_1 |
| CP top delay family | buffers and inverters |
| Max-Cap Viols | 21 |
| Per-cell routed wire length | 61.35 um |
| Synth area leader | edfxtp_1 |
| Relative slew margins | -40.13% |
| Layout area overhead | 13.37% |
| CTS tree | built |
| RSZ-0062 raised after global routing | no |
| CP Max Fanout | 75 |
| Clock skew after layout | 0.07886 ns |
| PortBufs | 201 |
| CTS buffer count | 940 |
stage by stage:
step	hold WS [ns]	instance area [um^2]	total power, mW	util, %	setup WS [ns]
final	1.083	581100	29.38	56.90	16.20
after global routing	1.109	580200	29.59	56.81	16.12
after CTS	1.047	576300	28.96	56.43	16.64
after detailed placement	1.022	544900	17.37	53.36	15.36
after global placement	1.025	544000	17.37	53.27	15.41
after floorplan	0.7930	512500	15.04	-	21.70
power by group through the flow:
stage	combinational [mW]	clock [mW]	sequential, mW
finish	4.86	11.9	12.7
global route	4.77	12.2	12.6
CTS	4.50	11.8	12.6
worst min-delay path: stages, from the launching register on:
cell and delay [ns]:
edfxtp_1 0.38, mux4_2 0.24, a22oi_1 0.07, o211ai_1 0.10, nor3_1 0.10, nor3_1 0.13
metal layers:
| layer | track usage [%] | share of wire, % | up-vias |
|---|---|---|---|
| li1 | - | - | 139600 |
| met4 | 44.64 | 9.9 | 1037 |
| met3 | 65.97 | 25 | 11120 |
| met2 | 70.58 | 38 | 45100 |
| met5 | 55.01 | 2.2 | - |
| met1 | 62.55 | 25 | 194800 |
layout make-up:
class,count,area (um^2)
Tap cell,13610,17030
Clock inverter,580,6495
Fill cell,76920,440200
Inverter,13,136.4
Clock buffer,1170,24930
Sequential cell,8320,248600
Timing Repair Buffer,3239,26230
Multi-Input combinational cell,18840,253000
Antenna cell,1862,4659
registers in the layout, summed over array words and instances (netlist names):
register  flops
dout3        32
M          8192
dout1        32
dout2        32
dout0        32
how the worst min path moves through the flow:
stage | cells past startpoint | endpoint | from
CTS | 5 | dout0[14] | M[6][14]
global route | 5 | dout0[14] | M[7][14]
finish | 5 | dout0[14] | M[6][14]
cell families (layout without fill, tap and decap cells):
group	count (synthesis)	count (layout)	share of synthesized area, %
flip-flops	8320	8320	48.50
AND-OR/OR-AND	5366	5366	7.412
multiplexers	10520	10520	38.13
buffers and inverters	3205	5002	3.280
other	0	1862	0
AND/OR/NAND/NOR	2951	2951	2.678
cell usage in the layout, fill, tap and decap left out, types with 139 or more instances in the layout:
| cell | instances |
|---|---|
| clkbuf_16 | 947 |
| buf_4 | 2938 |
| a211oi_1 | 211 |
| clkinv_1 | 164 |
| a22o_1 | 256 |
| o221ai_1 | 1141 |
| diode_2 | 1862 |
| nor3_1 | 528 |
| o21ai_0 | 377 |
| nand2_1 | 739 |
| clkdlybuf4s50_1 | 139 |
| a21oi_1 | 945 |
| o22ai_1 | 1034 |
| edfxtp_1 | 8192 |
| a22oi_1 | 448 |
| nor2_4 | 286 |
| mux2i_1 | 3272 |
| clkbuf_1 | 184 |
| clkinv_2 | 190 |
| a221oi_1 | 313 |
| mux4_2 | 7202 |
| nor2_1 | 505 |
Power and IR drop assume default switching activity.
